**./run.sh**
```bash
#!/bin/bash
# OpenROAD 26Q1-2900-gdf79404cd8, Yosys 0.63+post, stock flow scripts
make -C /OpenROAD-flow-scripts/flow DESIGN_CONFIG=/design/flow/config.mk WORK_HOME=/design/flow/orfs finish
```
**./design.v**
```verilog
module lieat_general_radix_4_qds #(
	parameter WIDTH = 32,
	parameter ITN_WIDTH = WIDTH + 4,
	parameter QUOT_ONEHOT_WIDTH = 5
)(
	input  logic [ITN_WIDTH-1:0] rem_sum_i,
	input  logic [ITN_WIDTH-1:0] rem_carry_i,
	input  logic [WIDTH-1:0] divisor_i,
	input  logic [5-1:0] qds_para_neg_1_i,
	input  logic [3-1:0] qds_para_neg_0_i,
	input  logic [2-1:0] qds_para_pos_1_i,
	input  logic [5-1:0] qds_para_pos_2_i,
	input  logic special_divisor_i,
	input  logic [QUOT_ONEHOT_WIDTH-1:0] prev_quot_digit_i,
	output logic [QUOT_ONEHOT_WIDTH-1:0] quot_digit_o
);
localparam QUOT_NEG_2 = 0;
localparam QUOT_NEG_1 = 1;
localparam QUOT_POS_1 = 3;
localparam QUOT_POS_2 = 4;
logic [(ITN_WIDTH + 4)-1:0] rem_sum_mul_16;
logic [(ITN_WIDTH + 4)-1:0] rem_carry_mul_16;
logic [7-1:0] rem_sum_mul_16_trunc_2_5;
logic [7-1:0] rem_carry_mul_16_trunc_2_5;
logic [7-1:0] rem_sum_mul_16_trunc_3_4;
logic [7-1:0] rem_carry_mul_16_trunc_3_4;
logic [7-1:0] para_m_neg_1_trunc_2_5;
logic [7-1:0] para_m_neg_0_trunc_3_4;
logic [7-1:0] para_m_pos_1_trunc_3_4;
logic [7-1:0] para_m_pos_2_trunc_2_5;
logic [ITN_WIDTH-1:0] divisor;
logic [(ITN_WIDTH + 2)-1:0] divisor_mul_4;
logic [(ITN_WIDTH + 2)-1:0] divisor_mul_8;
logic [(ITN_WIDTH + 2)-1:0] divisor_mul_neg_4;
logic [(ITN_WIDTH + 2)-1:0] divisor_mul_neg_8;
logic [7-1:0] divisor_mul_4_trunc_2_5;
logic [7-1:0] divisor_mul_4_trunc_3_4;
logic [7-1:0] divisor_mul_8_trunc_2_5;
logic [7-1:0] divisor_mul_8_trunc_3_4;
logic [7-1:0] divisor_mul_neg_4_trunc_2_5;
logic [7-1:0] divisor_mul_neg_4_trunc_3_4;
logic [7-1:0] divisor_mul_neg_8_trunc_2_5;
logic [7-1:0] divisor_mul_neg_8_trunc_3_4;
logic [7-1:0] divisor_for_sd_trunc_3_4;
logic [7-1:0] divisor_for_sd_trunc_2_5;
logic sd_m_neg_1_sign;
logic sd_m_neg_0_sign;
logic sd_m_pos_1_sign;
logic sd_m_pos_2_sign;
assign rem_sum_mul_16 = {rem_sum_i, 4'b0};
assign rem_carry_mul_16 = {rem_carry_i, 4'b0};
assign rem_sum_mul_16_trunc_2_5 = rem_sum_mul_16[(ITN_WIDTH    ) -: 7];
assign rem_sum_mul_16_trunc_3_4 = rem_sum_mul_16[(ITN_WIDTH + 1) -: 7];
assign rem_carry_mul_16_trunc_2_5 = rem_carry_mul_16[(ITN_WIDTH    ) -: 7];
assign rem_carry_mul_16_trunc_3_4 = rem_carry_mul_16[(ITN_WIDTH + 1) -: 7];
assign para_m_neg_1_trunc_2_5 = {1'b0, qds_para_neg_1_i, 1'b0};
assign para_m_neg_0_trunc_3_4 = {3'b0, qds_para_neg_0_i, special_divisor_i};
assign para_m_pos_1_trunc_3_4 = {4'b1111, qds_para_pos_1_i, special_divisor_i};
assign para_m_pos_2_trunc_2_5 = {1'b1, qds_para_pos_2_i, 1'b0};
assign divisor = {1'b0, divisor_i, 3'b0};
assign divisor_mul_4 = {divisor, 2'b0};
assign divisor_mul_8 = {divisor[ITN_WIDTH-2:0], 3'b0};
assign divisor_mul_neg_4 = ~{divisor, 2'b0};
assign divisor_mul_neg_8 = ~{divisor[ITN_WIDTH-2:0], 1'b0, 2'b0};
assign divisor_mul_4_trunc_2_5 = divisor_mul_4[(ITN_WIDTH    ) -: 7];
assign divisor_mul_4_trunc_3_4 = divisor_mul_4[(ITN_WIDTH + 1) -: 7];
assign divisor_mul_8_trunc_2_5 = divisor_mul_8[(ITN_WIDTH    ) -: 7];
assign divisor_mul_8_trunc_3_4 = divisor_mul_8[(ITN_WIDTH + 1) -: 7];
assign divisor_mul_neg_4_trunc_2_5 = divisor_mul_neg_4[(ITN_WIDTH    ) -: 7];
assign divisor_mul_neg_4_trunc_3_4 = divisor_mul_neg_4[(ITN_WIDTH + 1) -: 7];
assign divisor_mul_neg_8_trunc_2_5 = divisor_mul_neg_8[(ITN_WIDTH    ) -: 7];
assign divisor_mul_neg_8_trunc_3_4 = divisor_mul_neg_8[(ITN_WIDTH + 1) -: 7];
assign divisor_for_sd_trunc_2_5 = 
  ({(7){prev_quot_digit_i[QUOT_NEG_2]}} & divisor_mul_8_trunc_2_5)
| ({(7){prev_quot_digit_i[QUOT_NEG_1]}} & divisor_mul_4_trunc_2_5)
| ({(7){prev_quot_digit_i[QUOT_POS_1]}} & divisor_mul_neg_4_trunc_2_5)
| ({(7){prev_quot_digit_i[QUOT_POS_2]}} & divisor_mul_neg_8_trunc_2_5);
assign divisor_for_sd_trunc_3_4 = 
  ({(7){prev_quot_digit_i[QUOT_NEG_2]}} & divisor_mul_8_trunc_3_4)
| ({(7){prev_quot_digit_i[QUOT_NEG_1]}} & divisor_mul_4_trunc_3_4)
| ({(7){prev_quot_digit_i[QUOT_POS_1]}} & divisor_mul_neg_4_trunc_3_4)
| ({(7){prev_quot_digit_i[QUOT_POS_2]}} & divisor_mul_neg_8_trunc_3_4);
lieat_general_radix_4_sign_detector
u_sd_m_neg_1 (
	.rem_sum_msb_i(rem_sum_mul_16_trunc_2_5),
	.rem_carry_msb_i(rem_carry_mul_16_trunc_2_5),
	.parameter_i(para_m_neg_1_trunc_2_5),
	.divisor_i(divisor_for_sd_trunc_2_5),
	.sign_o(sd_m_neg_1_sign)
);
lieat_general_radix_4_sign_detector
u_sd_m_neg_0 (
	.rem_sum_msb_i(rem_sum_mul_16_trunc_3_4),
	.rem_carry_msb_i(rem_carry_mul_16_trunc_3_4),
	.parameter_i(para_m_neg_0_trunc_3_4),
	.divisor_i(divisor_for_sd_trunc_3_4),
	.sign_o(sd_m_neg_0_sign)
);
lieat_general_radix_4_sign_detector
u_sd_m_pos_1 (
	.rem_sum_msb_i(rem_sum_mul_16_trunc_3_4),
	.rem_carry_msb_i(rem_carry_mul_16_trunc_3_4),
	.parameter_i(para_m_pos_1_trunc_3_4),
	.divisor_i(divisor_for_sd_trunc_3_4),
	.sign_o(sd_m_pos_1_sign)
);
lieat_general_radix_4_sign_detector
u_sd_m_pos_2 (
	.rem_sum_msb_i(rem_sum_mul_16_trunc_2_5),
	.rem_carry_msb_i(rem_carry_mul_16_trunc_2_5),
	.parameter_i(para_m_pos_2_trunc_2_5),
	.divisor_i(divisor_for_sd_trunc_2_5),
	.sign_o(sd_m_pos_2_sign)
);
lieat_general_radix_4_sign_coder
u_sign_coder (
	.sd_m_neg_1_sign_i(sd_m_neg_1_sign),
	.sd_m_neg_0_sign_i(sd_m_neg_0_sign),
	.sd_m_pos_1_sign_i(sd_m_pos_1_sign),
	.sd_m_pos_2_sign_i(sd_m_pos_2_sign),
	.quot_o(quot_digit_o)
);
wire unused_ok =&{divisor_mul_neg_8,divisor_mul_neg_4,divisor_mul_8,divisor_mul_4,rem_carry_mul_16,rem_sum_mul_16};
endmodule
module lieat_general_radix_4_sign_coder #(
)(
	input  logic sd_m_neg_1_sign_i,
	input  logic sd_m_neg_0_sign_i,
	input  logic sd_m_pos_1_sign_i,
	input  logic sd_m_pos_2_sign_i,
	output logic [5-1:0] quot_o
);
localparam QUOT_NEG_2 = 0;
localparam QUOT_NEG_1 = 1;
localparam QUOT_ZERO  = 2;
localparam QUOT_POS_1 = 3;
localparam QUOT_POS_2 = 4;
logic [4-1:0] sign;
assign sign = {sd_m_pos_2_sign_i, sd_m_pos_1_sign_i, sd_m_neg_0_sign_i, sd_m_neg_1_sign_i};
assign quot_o[QUOT_POS_2] = (sign[3:1] == 3'b000);
assign quot_o[QUOT_POS_1] = (sign[3:1] == 3'b100);
assign quot_o[QUOT_ZERO ] = (sign[2:1] == 2'b10);
assign quot_o[QUOT_NEG_1] = (sign[2:0] == 3'b110);
assign quot_o[QUOT_NEG_2] = (sign[2:0] == 3'b111);
endmodule
module lieat_general_radix_4_sign_detector #(
)(
	input  logic[7-1:0] rem_sum_msb_i,
	input  logic[7-1:0] rem_carry_msb_i,
	input  logic[7-1:0] parameter_i,
	input  logic[7-1:0] divisor_i,
	output logic sign_o
);
logic [6-1:0] unused_bit;
assign {sign_o, unused_bit} = rem_sum_msb_i + rem_carry_msb_i + parameter_i + divisor_i;
endmodule
```
**./config.mk**
```make
export PLATFORM = sky130hd
export DESIGN_NAME = lieat_general_radix_4_qds
export DESIGN_NICKNAME = lieat_general_radix_4_qds
export VERILOG_FILES = /design/flow/design.v
export SDC_FILE = /design/flow/constraint.sdc
export NUM_CORES = 4
export LEC_CHECK = 1
export CORE_AREA = 10 10 108 108
export DIE_AREA = 0 0 118 118
```
**./constraint.sdc**
```tcl
current_design lieat_general_radix_4_qds

set clk_period 6.9
set clk_io_pct 0.2

create_clock -name clk0 -period $clk_period

set non_clock_inputs [all_inputs -no_clocks]
set_input_delay [expr $clk_period * $clk_io_pct] -clock clk0 $non_clock_inputs
set_output_delay [expr $clk_period * $clk_io_pct] -clock clk0 [all_outputs]
```
==> run summary <==
WL/cell = 11.7 um
Die Height = 118 um
DRT Wirelength = 4.32 mm
Post-route DRC = 0
Final setup fails = 0
ANT cells = 0
Global-route wire length before repair = 7.15 mm
Fin util = 24.5%
Worst path cell trace = clkdlybuf4s50_1 > ha_1 > a21o_1 > a21oi_1 > xor2_1 > fa_1 > inv_1 > ha_1 > a21oi_1 > o31ai_1 > a31o_2 > xor2_1 > or3_1 > a21oi_1 > clkdlybuf4s50_1
Cells after Synth = 191
Clock Buffer Count = 0
DP Area = 2240 sq um
Hold Crit Class = input pin to primary output
CP top delay family = AND-OR/OR-AND gates
Setup CP Type = input pin to primary output
Storage element area = 0 sq um
Netlist cell types = 32
Startpoint Class = input pin
DIE AREA = 13900 sq um
IO Pins = 130
Hold_buf cts = 0
Worst Path Arrival = 5.28 ns
# placed instances = 370
FP Rows = 35
Vias = 1385
Fmax = 150 MHz
Fin crit period = 6.66 ns
Yosys stat chip area = 1580 sq um
Vias in the first global route = 1522
Status = finished, final reports clean
Starting DRC count in detailed routing = 39
Finished Layout Cells = 370
Max-slew headroom = 65.5%
Antenna violations before repair = 0
I/O Buffers = 49
Synth Seq Share = 0%
Largest net degree at the start of global routing = 9
Flip-flops = 0
YS warnings = 0
Fillers = 1017
Leak pwr = 1.10 nW
Final Max Slew Viols = 0
Routed Antenna Nets = 0
Req. time, crit path = 5.52 ns
Postcts setup bufs = 0
# Cells Yosys = 191
Most frequent cells in the layout = clkdlybuf4s50_1 (47), inv_1 (40), ha_1 (30)
Nature of the critical path endpoint = primary output
Final instance area = 2280 sq um
Most common logic cell in the routed design = clkdlybuf4s50_1
FP Util = 17.0%
Die span in x = 118 um
Overall Global Routing Usage = 6.14%
DRT Pass-1 Iters = 4
Critical path's most frequent cell = a21oi_1
Avg Inst Size Synth = 8.29 sq um
VDD IR max = 0.0000793 V
Slowest stage delay, CP = 0.48 ns
Core area = 9280 sq um
Crit-path slowest cell = clkdlybuf4s50_1
Worst Tran Pin Value = 0.514 ns
Placer congestion estimate = 0.848
Max Cap Viol = 0
RSZ-0062 raised after global routing = no
Total global routing overflow = 0
PD cells = 152 nW/um^2
Critical path buffers and inverters = 3
Hold Vio Cnt, Final = 0
Vias/cell = 3.74
Syn Std Cell Area = 1580 sq um
CP Max Fanout = 3
Half-perimeter wire length after placement = 4.08 mm
Area grow syn2layout = 43.9%
Tool warnings = 115
Share of layout cells above drive strength 1 = 6.64%
Fin crit share = 96.5%
-- worst paths after layout --
| check | start | to | slack, ns | cells after the start |
|---|---|---|---|---|
| worst min-delay path | rem_carry_i[32] | quot_digit_o[2] | 4.12 | 7 |
| worst max-delay path | rem_sum_i[28] | quot_digit_o[1] | 0.24 | 15 |
-- power by group --
part | switching, mW | leakage [nW] | internal, mW | total, mW
clock network | 0 | 0 | 0 | 0
registers | 0 | 0 | 0 | 0
logic | 0.166 | 1.10 | 0.179 | 0.345
total | 0.166 | 1.10 | 0.179 | 0.345
-- stage by stage --
step | setup slack [ns] | hold WS, ns | setup TNS (ns) | power, mW
global placement | 0.0339 | 4.13 | 0 | 0.334
finish | 0.239 | 4.12 | 0 | 0.345
detailed placement | -0.0262 | 4.13 | -0.0262 | 0.341
floorplan | 1.14 | 3.17 | 0 | 0.222
CTS | 0.00679 | 4.14 | 0 | 0.344
global route | 0.0235 | 4.20 | 0 | 0.400
-- kinds of logic after synthesis --
family | after synthesis | share of synthesized area (%)
fa+ha+maj | 46 | 43.5
buf+inv | 43 | 10.8
compound gates | 39 | 15.4
simple gates | 27 | 8.30
xor+xnor | 22 | 13.1
mux | 14 | 8.85
-- cell usage after synthesis (all sizes together) --
library cell | count | area share, %
or3 | 1 | 0.40
a31o | 1 | 0.55
o221ai | 1 | 0.55
nor2 | 1 | 0.24
and2b | 1 | 0.47
o31ai | 2 | 0.95
inv | 40 | 9.5
xnor2 | 13 | 8.1
ha | 31 | 25
o21a | 1 | 0.47
o21ai | 5 | 1.8
a21oi | 18 | 5.7
mux2i | 14 | 8.9
nand2 | 14 | 3.3
xor2 | 9 | 5.0
nand3 | 3 | 0.95
a21o | 5 | 2.4
a21boi | 3 | 1.4
nor2b | 1 | 0.40
a31oi | 2 | 0.79
fa | 15 | 19
nand3b | 2 | 0.95
a211oi | 1 | 0.79
nor3 | 2 | 0.63
and3 | 1 | 0.40
clkbuf | 1 | 0.32
buf | 2 | 1.0
nand4b | 1 | 0.55
-- per-layer routing --
metal	vias up	track usage (%)	wire, um
met2	27	10.5	1960
met4	0	0	0
met5	-	0	0
li1	740	-	-
met3	0	0.972	174
met1	618	8.47	2180
-- final cells by class --
type,count,area [sq um],share of cell area [%]
Multi-Input combinational cell,148,1440,63.2
Timing Repair Buffer,53,526,23.1
Tap cell,129,161,7.09
Inverter,40,150,6.59
-- worst min-delay path: cells and delay by family --
kind,cells,cell delay (ns)
adders and majority gates,1,0.14
buffers and inverters,2,0.87
xor gates and xnor gates,1,0.15
AOI/OAI and AO/OA,3,0.20
-- timing repair --
action,in CTS,in global routing
resized,1,9
pin swaps,1,4
endpoints found under the setup margin,1,4
Power figures rest on the tool's default switching activity, not on a simulated workload.
