==> /design/flow/design.v <==
module lieat_general_dfflrs # ( 
    parameter DW = 32
)(
  input                     clock,
  input                     reset,
  input                     loaden,
  input         [DW-1:0]    din,
  output        [DW-1:0]    qout
);
reg          reg_s1;
reg [DW-1:0] reg_qout;
always @(posedge clock or posedge reset) begin
  if (reset)begin
    reg_s1   <= 1'b0;
    reg_qout <= {DW{1'b1}};
  end
  else begin
    reg_s1   <= 1'b1;
    if (loaden == 1'b1) reg_qout <= reg_s1 ? din : {DW{1'b1}};
  end
end
assign qout = reg_qout;
endmodule
module lieat_general_dfflr # ( 
    parameter DW = 32
)(
  input                     clock,
  input                     reset,
  input                     loaden,
  input         [DW-1:0]    din,
  output        [DW-1:0]    qout
);
reg          reg_s1;
reg [DW-1:0] reg_qout;
always @(posedge clock or posedge reset)
begin
  if (reset)begin
    reg_s1   <= 1'b0;
    reg_qout <= {DW{1'b0}};
  end
  else begin
    reg_s1   <= 1'b1;
    if (loaden == 1'b1) reg_qout <= reg_s1 ? din : {DW{1'b0}};
  end
end
assign qout = reg_qout;
endmodule
module lieat_general_dffrd # ( 
    parameter DW = 32,
    parameter DEFAULT = 32'h80000000
)(
  input                     clock,
  input                     reset,
  input         [DW-1:0]    din,
  output        [DW-1:0]    qout
);
reg          reg_s1;
reg [DW-1:0] reg_qout;
always @(posedge clock or posedge reset)
begin
  if (reset) begin
    reg_s1   <= 1'b0;
    reg_qout <= DEFAULT;
  end
  else begin
    reg_s1   <= 1'b1;
    reg_qout <= reg_s1 ? din : DEFAULT;
  end
end
assign qout = reg_qout;
endmodule
module lieat_general_dffrs # ( 
    parameter DW = 32
)(
  input                     clock,
  input                     reset,
  input         [DW-1:0]    din,
  output        [DW-1:0]    qout
);
reg          reg_s1;
reg [DW-1:0] reg_qout;
always @(posedge clock or posedge reset)
begin
  if (reset)begin
    reg_s1   <= 1'b0;
    reg_qout <= {DW{1'b1}};
  end
  else begin
    reg_s1   <= 1'b1;
    reg_qout <= reg_s1 ? din : {DW{1'b1}};
  end
end
assign qout = reg_qout;
endmodule
module lieat_general_dffr # ( 
    parameter DW = 32
)(
  input                     clock,
  input                     reset,
  input         [DW-1:0]    din,
  output        [DW-1:0]    qout
);
reg          reg_s1;
reg [DW-1:0] reg_qout;
always @(posedge clock or posedge reset)
begin
  if (reset)begin
    reg_s1   <= 1'b0;
    reg_qout <= {DW{1'b0}};
  end
  else begin
    reg_s1   <= 1'b1;
    reg_qout <= reg_s1 ? din : {DW{1'b0}};
  end
end
assign qout = reg_qout;
endmodule
module lieat_top(
  input clock,
  input reset
);
lieat_core core(
  .clock(clock),
  .reset(reset),
  .io_master_awready(io_master_awready),
  .io_master_awvalid(io_master_awvalid),
  .io_master_awaddr(io_master_awaddr),
  .io_master_awid(io_master_awid),
  .io_master_awlen(io_master_awlen),
  .io_master_awsize(io_master_awsize),
  .io_master_awburst(io_master_awburst),
  .io_master_wready(io_master_wready),
  .io_master_wvalid(io_master_wvalid),
  .io_master_wdata(io_master_wdata),
  .io_master_wstrb(io_master_wstrb),
  .io_master_wlast(io_master_wlast),
  .io_master_bready(io_master_bready),
  .io_master_bvalid(io_master_bvalid),
  .io_master_bresp(io_master_bresp),
  .io_master_bid(io_master_bid),
  .io_master_arready(io_master_arready),
  .io_master_arvalid(io_master_arvalid),
  .io_master_araddr(io_master_araddr),
  .io_master_arid(io_master_arid),
  .io_master_arlen(io_master_arlen),
  .io_master_arsize(io_master_arsize),
  .io_master_arburst(io_master_arburst),
  .io_master_rready(io_master_rready),
  .io_master_rvalid(io_master_rvalid),
  .io_master_rresp(io_master_rresp),
  .io_master_rdata(io_master_rdata),
  .io_master_rlast(io_master_rlast),
  .io_master_rid(io_master_rid)
);
lieat_sram  #(2) sram(
  .clock(clock),
  .reset(reset),
  .sram_axi_arvalid(sram_axi_arvalid),
  .sram_axi_arready(sram_axi_arready),
  .sram_axi_araddr(sram_axi_araddr),
  .sram_axi_arsize(sram_axi_arsize),
  .sram_axi_arid(sram_axi_arid),
  .sram_axi_rvalid(sram_axi_rvalid),
  .sram_axi_rready(sram_axi_rready),
  .sram_axi_rdata(sram_axi_rdata),
  .sram_axi_rid(sram_axi_rid),
  .sram_axi_awvalid(sram_axi_awvalid),
  .sram_axi_awready(sram_axi_awready),
  .sram_axi_awaddr(sram_axi_awaddr),
  .sram_axi_awsize(sram_axi_awsize),
  .sram_axi_awid(sram_axi_awid),
  .sram_axi_wvalid(sram_axi_wvalid),
  .sram_axi_wready(sram_axi_wready),
  .sram_axi_wdata(sram_axi_wdata),
  .sram_axi_bvalid(sram_axi_bvalid),
  .sram_axi_bready(sram_axi_bready),
  .sram_axi_bresp(sram_axi_bresp),
  .sram_axi_bid(sram_axi_bid)
);
wire        io_master_awready;
wire        io_master_awvalid;
wire [31:0] io_master_awaddr;
wire [3:0]  io_master_awid;
wire [7:0]  io_master_awlen;
wire [2:0]  io_master_awsize;
wire [1:0]  io_master_awburst;
wire        io_master_wready;
wire        io_master_wvalid;
wire [63:0] io_master_wdata;
wire [7:0]  io_master_wstrb;
wire        io_master_wlast;
wire        io_master_bready;
wire        io_master_bvalid;
wire [1:0]  io_master_bresp;
wire [3:0]  io_master_bid;
wire        io_master_arready;
wire        io_master_arvalid;
wire [31:0] io_master_araddr;
wire [3:0]  io_master_arid;
wire [7:0]  io_master_arlen;
wire [2:0]  io_master_arsize;
wire [1:0]  io_master_arburst;
wire        io_master_rready;
wire        io_master_rvalid;
wire [1:0]  io_master_rresp;
wire [63:0] io_master_rdata;
wire        io_master_rlast;
wire [3:0]  io_master_rid;
wire        sram_axi_awready;
wire        sram_axi_awvalid;
wire [31:0] sram_axi_awaddr;
wire [3:0]  sram_axi_awid;
wire [2:0]  sram_axi_awsize;
wire        sram_axi_wready;
wire        sram_axi_wvalid;
wire [63:0] sram_axi_wdata;
wire        sram_axi_bready;
wire        sram_axi_bvalid;
wire [1:0]  sram_axi_bresp;
wire [3:0]  sram_axi_bid;
wire        sram_axi_arready;
wire        sram_axi_arvalid;
wire [31:0] sram_axi_araddr;
wire [3:0]  sram_axi_arid;
wire [2:0]  sram_axi_arsize;
wire        sram_axi_rready;
wire        sram_axi_rvalid;
wire [63:0] sram_axi_rdata;
wire [3:0]  sram_axi_rid;
lieat_axi_slave axi_slave(
  .io_slave_awready(io_master_awready),
  .io_slave_awvalid(io_master_awvalid),
  .io_slave_awaddr(io_master_awaddr),
  .io_slave_awid(io_master_awid),
  .io_slave_awlen(io_master_awlen),
  .io_slave_awsize(io_master_awsize),
  .io_slave_awburst(io_master_awburst),
  .io_slave_wready(io_master_wready),
  .io_slave_wvalid(io_master_wvalid),
  .io_slave_wdata(io_master_wdata),
  .io_slave_wstrb(io_master_wstrb),
  .io_slave_wlast(io_master_wlast),
  .io_slave_bready(io_master_bready),
  .io_slave_bvalid(io_master_bvalid),
  .io_slave_bresp(io_master_bresp),
  .io_slave_bid(io_master_bid),
  .io_slave_arready(io_master_arready),
  .io_slave_arvalid(io_master_arvalid),
  .io_slave_araddr(io_master_araddr),
  .io_slave_arid(io_master_arid),
  .io_slave_arlen(io_master_arlen),
  .io_slave_arsize(io_master_arsize),
  .io_slave_arburst(io_master_arburst),
  .io_slave_rready(io_master_rready),
  .io_slave_rvalid(io_master_rvalid),
  .io_slave_rresp(io_master_rresp),
  .io_slave_rdata(io_master_rdata),
  .io_slave_rlast(io_master_rlast),
  .io_slave_rid(io_master_rid),
  .sram_axi_arvalid(sram_axi_arvalid),
  .sram_axi_arready(sram_axi_arready),
  .sram_axi_araddr(sram_axi_araddr),
  .sram_axi_arsize(sram_axi_arsize),
  .sram_axi_arid(sram_axi_arid),
  .sram_axi_rvalid(sram_axi_rvalid),
  .sram_axi_rready(sram_axi_rready),
  .sram_axi_rdata(sram_axi_rdata),
  .sram_axi_rid(sram_axi_rid),
  .sram_axi_awvalid(sram_axi_awvalid),
  .sram_axi_awready(sram_axi_awready),
  .sram_axi_awaddr(sram_axi_awaddr),
  .sram_axi_awsize(sram_axi_awsize),
  .sram_axi_awid(sram_axi_awid),
  .sram_axi_wvalid(sram_axi_wvalid),
  .sram_axi_wready(sram_axi_wready),
  .sram_axi_wdata(sram_axi_wdata),
  .sram_axi_bvalid(sram_axi_bvalid),
  .sram_axi_bready(sram_axi_bready),
  .sram_axi_bresp(sram_axi_bresp),
  .sram_axi_bid(sram_axi_bid)
);
endmodule
module lieat_general_64x64_sram(
  input         clock,
  input         reset,
  input         CEn,
  input         WEn,
  input  [5:0]  A,
  input  [63:0] D,
  output [63:0] Q
);
wire [63:0] sram [63:0];
wire [63:0] sram_wen;
genvar i;
generate
  for(i = 0; i < 64; i = i + 1) begin
    assign sram_wen[i] = ((A == i) & WEn);
    lieat_general_dfflr #(64) x64_sram(clock,reset,sram_wen[i],D,sram[i]); 
  end
endgenerate
assign Q = sram[A];
endmodule
==> /design/flow/run.sh <==
#!/bin/bash
# OpenROAD 26Q1-2900-gdf79404cd8, Yosys 0.63+post, stock flow scripts
make -C /OpenROAD-flow-scripts/flow DESIGN_CONFIG=/design/flow/config.mk WORK_HOME=/design/flow/orfs finish
==> /design/flow/config.mk <==
export PLATFORM = sky130hd
export DESIGN_NAME = lieat_general_64x64_sram
export DESIGN_NICKNAME = lieat_general_64x64_sram
export VERILOG_FILES = /design/flow/design.v
export SDC_FILE = /design/flow/constraint.sdc
export NUM_CORES = 4
export LEC_CHECK = 1
export CORE_UTILIZATION = 40
==> /design/flow/constraint.sdc <==
current_design lieat_general_64x64_sram

set clk_period 9.1
set clk_io_pct 0.2

create_clock -name clk0 -period $clk_period [get_ports {clock}]

set non_clock_inputs [all_inputs -no_clocks]
set_input_delay [expr $clk_period * $clk_io_pct] -clock clk0 $non_clock_inputs
set_output_delay [expr $clk_period * $clk_io_pct] -clock clk0 [all_outputs]
==> qor.csv <==
metric,value,unit
ir_drop,0.202,mV
layout-drive-gt1-share,0.0897,
grt_max_degree,124,
layout.cells.non_filler,22800,
top_level_ports,138,
crit_slowest_cell,nor4_1,
max_stage_delay,1.20,ns
drt-initial-drc-count,15200,
drc_errors,0,
grt_overflow_total,0,
die_x,651,um
drv_slew,1,
ys_cells,17400,
path_clk_slew,0.06,ns
hold_class,reg2reg,
violations,"max-capacitance violations, max-slew violations",
gp_congestion,0.953,
rsz0062_at_grt,false,
area_delta_synth_final,13.6,%
tns,0,ns
dieArea,424000,sq um
wl,785000,um
fp.dieH,651,um
top_cells_by_area,"dfrtp_1, o21ai_0, nand2_1, a22oi_1, clkbuf_1",
clock_skew,0.0576,ns
grt_pass1_wl,1090000,um
cts_max_path_buffers,4,
start_kind,primary input,
crit_path_max_fanout,24,
cts_sinks,4097,
period_used_share,0.966,
ctsResizeCount,0,
synth-edff-count,0,
warnings,103,
yosys_warnings,2,
path_cells,"clkdlybuf4s50_1, buf_4, or3_1, nand2b_4, buf_4, a2bb2oi_1, nand4_1, nor4_1, buf_4, a31oi_1, clkdlybuf4s50_1",
tightest_slew,1.50,ns
grt_pass1_vias,136000,
ys_area,168000,sq um
syn_inst,17400,
cp_common_cell,buf_4,
synth_cell_types,63,
grt_util_all_layers,0.388,
cts_tree,done,
fp-utilization,0.403,
synth_dominant_cell_count,nand2_1,
cts_made_buffers,435,
core_area,418000,sq um
cts_hold_buffers,0,
vias,143000,
h-tree-depth,5,
power_density,214,nW/um^2
end_kind,primary output,
antenna_left,0,
post_drt_via_cell_ratio,6.29,
arrival,6.97,ns
numSynthFlops,4097,
leakage,85.5,nW
top_cells_by_count,"nand2_1, dfrtp_1, o21ai_0, a22oi_1, clkbuf_1",
hold_viol,0,
netlist_area,168000,sq um
synthArstFlopShare,1.00,
firstDrtPassIters,8,
synth-main-ff-cell,dfrtp_1,
ys_seq_share,0.609,
clock_latency,1.05,ns
largest_area_cell,dfrtp_1,
dp_hpwl,455000,um
place_inst,21900,
antenna_found_initial,69,
std_cell_rows,237,
port_buffers,136,
slew_headroom,-0.00789,
avgSynthCellArea,9.65,sq um
fmax,0.114,GHz
finalSetupViolCount,0,
max-cap-violations,1,
postCtsSetupBuffers,0,
wl_per_cell,34.4,um
clock-root-buffer,clkbuf_16,
path_class,in2out,
finalCriticalPeriod,8.79,ns
cp.required,7.28,ns
status,"finished, violations left",
yosysTopAreaCellShare,0.609,
worst paths after layout:
path                       slack, ns                                           from  cells past startpoint                                            end
max                             0.31                                           A[2]                     11                                          Q[61]
min                             0.47  genblk1[62].x64_sram.reg_qout[15]$_DFFE_PP0P_                      2  genblk1[62].x64_sram.reg_qout[15]$_DFFE_PP0P_
max reg2reg                     6.66          genblk1[63].x64_sram.reg_s1$_DFF_PP0_                      4   genblk1[30].x64_sram.reg_qout[5]$_DFFE_PP0P_
min reg2reg                     0.47  genblk1[62].x64_sram.reg_qout[15]$_DFFE_PP0P_                      2  genblk1[62].x64_sram.reg_qout[15]$_DFFE_PP0P_
max in group asynchronous       5.24                                          reset                      5  genblk1[17].x64_sram.reg_qout[21]$_DFFE_PP0P_
min in group asynchronous       1.35                                          reset                      2  genblk1[24].x64_sram.reg_qout[54]$_DFFE_PP0P_
final cells by class:
class | count | area (sq um)
fillers | 38600 | 226000
flip-flops and latches | 4097 | 103000
multi-input cells | 11600 | 60000
clock buffers | 668 | 12900
repair buffers | 779 | 7500
well taps | 5497 | 6880
clock inverters | 121 | 1400
diodes | 84 | 210
inverters | 1 | 7.51
power breakdown:
| part | leakage (nW) | switching [mW] | internal (mW) | total, mW |
|---|---|---|---|---|
| Combinational | 22.5 | 1.85 | 0.759 | 2.61 |
| Sequential | 56.0 | 0.713 | 19.6 | 20.3 |
| Clock | 7.04 | 7.73 | 10.3 | 18.0 |
| Total | 85.5 | 10.3 | 30.6 | 40.9 |
sequential cells by signal, summed over array words and instances, names as in the netlist:
name and flops:
genblk1.x64_sram.reg_qout 4096, genblk1.x64_sram.reg_s1 1
cells in the final DEF, fill, tap and decap left out, types with 13 or more instances in the layout:
cell type | Yosys | layout
a2111oi_0 | 66 | 64
a21oi_1 | 75 | 75
a221oi_1 | 13 | 13
a222oi_1 | 26 | 26
a22o_1 | 108 | 108
a22oi_1 | 1639 | 1639
a2bb2oi_1 | 32 | 32
a31oi_1 | 34 | 34
and2_4 | 0 | 41
and3_1 | 186 | 186
buf_12 | 0 | 106
buf_4 | 2 | 538
bufinv_16 | 0 | 19
clkbuf_1 | 1579 | 126
clkbuf_16 | 0 | 438
clkbuf_8 | 0 | 104
clkdlybuf4s50_1 | 0 | 131
clkinv_2 | 0 | 74
dfrtp_1 | 4097 | 4096
diode_2 | 0 | 84
mux2_2 | 16 | 16
mux2i_1 | 49 | 49
nand2_1 | 4374 | 4263
nand2_2 | 0 | 51
nand2_4 | 0 | 60
nand3_1 | 112 | 107
nand4_1 | 306 | 306
nor2_1 | 111 | 87
nor2_4 | 0 | 27
nor3_1 | 28 | 28
nor4_1 | 94 | 91
o21ai_0 | 4074 | 4074
o21ai_1 | 28 | 28
o22ai_1 | 18 | 18
metrics by stage:
| stage | setup WS (ns) | power (mW) | util | hold WS [ns] | instance area (sq um) |
|---|---|---|---|---|---|
| floorplan | -49.81 | 22.4 | - | 0.442 | 168000 |
| global placement | 0.737 | 23.1 | 0.423 | 0.454 | 177000 |
| finish | 0.309 | 40.9 | 0.458 | 0.469 | 191000 |
| detailed placement | 0.781 | 23.2 | 0.423 | 0.461 | 177000 |
| CTS | 0.762 | 40.9 | 0.458 | 0.475 | 191000 |
| global route | 0.433 | 42.1 | 0.458 | 0.487 | 191000 |
critical path, delay by kind of cell:
family                 cells  cell delay [ns]
AND/OR/NAND/NOR            4             2.19
buffers and inverters      5             2.45
AND-OR/OR-AND              2             0.47
cell families after synthesis:
group,after synthesis,synth area share
flip-flops,4097,0.609
AND-OR/OR-AND,6163,0.215
buffers and inverters,1797,0.0413
multiplexers,65,0.00398
other,1,0.0000223
AND/OR/NAND/NOR,5326,0.131
per-layer routing:
layer / global-route usage / vias up / share of wire / wire (um)
met2: 0.512 / 9413 / 0.41 / 322000
met5: 0.0106 / - / 0.0012 / 903
met1: 0.490 / 71100 / 0.35 / 276000
met3: 0.242 / 2781 / 0.16 / 128000
li1: - / 60100 / - / -
met4: 0.223 / 102 / 0.074 / 57800
Power figures rest on the tool's default switching activity, not on a simulated workload.
