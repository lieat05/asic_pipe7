## config.mk

```make
export PLATFORM = sky130hd
export DESIGN_NAME = lieat_ifu_bpu
export DESIGN_NICKNAME = lieat_ifu_bpu
export VERILOG_FILES = /design/flow/design.v
export SDC_FILE = /design/flow/constraint.sdc
export NUM_CORES = 4
export LEC_CHECK = 1
export CORE_UTILIZATION = 30
```

## constraint.sdc

```tcl
current_design lieat_ifu_bpu

set clk_period 10.4
set clk_io_pct 0.2

create_clock -name clk0 -period $clk_period [get_ports {clock}]

set non_clock_inputs [all_inputs -no_clocks]
set_input_delay [expr $clk_period * $clk_io_pct] -clock clk0 $non_clock_inputs
set_output_delay [expr $clk_period * $clk_io_pct] -clock clk0 [all_outputs]
```

## design.v

```verilog
module lieat_ifu_bpu # (
  parameter INDEX_NUM  = 32,
  parameter BHR_SIZE   = 2,
  parameter PHT_SIZE   = 4
)(
  input       clock,
  input       reset,
  input [4:0] index,
  input       inst_bxx,
  output      bxx_taken,
  input       prdt_result,
  input [4:0] prdt_index,
  input       prdt_en
);
reg [BHR_SIZE-1:0] pattern_history_table[INDEX_NUM-1:0][PHT_SIZE-1:0]; 
reg [BHR_SIZE-1:0] branch_history_table[INDEX_NUM-1:0]; 
wire [BHR_SIZE-1:0] branch_history = branch_history_table[index];
wire [BHR_SIZE-1:0] prdt_result_history = branch_history_table[prdt_index];
assign bxx_taken = inst_bxx & pattern_history_table[index][branch_history][1];
always@(posedge clock or posedge reset) begin
  if(reset)begin
    for(int i = 0;i < INDEX_NUM; i = i + 1)begin
      for(int j = 0; j < PHT_SIZE; j = j + 1)begin
        pattern_history_table[i][j] <= 2'b01;
      end
      branch_history_table[i] <= 2'b00;
    end
  end
  else if(prdt_en) begin
    case (pattern_history_table[prdt_index][prdt_result_history])
    2'b00: pattern_history_table[prdt_index][prdt_result_history] <= (prdt_result) ? 2'b01 : 2'b00;
    2'b01: pattern_history_table[prdt_index][prdt_result_history] <= (prdt_result) ? 2'b10 : 2'b00;
    2'b10: pattern_history_table[prdt_index][prdt_result_history] <= (prdt_result) ? 2'b11 : 2'b01;
    2'b11: pattern_history_table[prdt_index][prdt_result_history] <= (prdt_result) ? 2'b11 : 2'b10;
    endcase
    branch_history_table[prdt_index] <= {branch_history[0],prdt_result};
  end
end
endmodule
```

## run.sh

```bash
#!/bin/bash
# OpenROAD 26Q1-2900-gdf79404cd8, Yosys 0.63+post, stock flow scripts
make -C /OpenROAD-flow-scripts/flow DESIGN_CONFIG=/design/flow/config.mk WORK_HOME=/design/flow/orfs finish
```

==> out/summary.rpt <==
========================================================================================================
Final Critical Period                                                                            9.72 ns
Worst-margin pin slew                                                                           0.998 ns
Maximum Capacitance Violations                                                                         0
Number of nets with antenna violations after routing                                                   0
Vias in the first global route                                                                     15200
Fraction of final layout cells sized beyond drive strength 1                                       32.8%
Most area-consuming cells after synthesis                                                   dfrtp_1, dfstp_2, mux2_2
Peak fanout along the critical path                                                                   21
Worst voltage drop across the vdd grid                                                          0.113 mV
Global-route wire length before repair                                                         122000 um
Number of buffers inserted for hold repair after clock tree synthesis                                  0
Post-synthesis cell count from yosys                                                                1729
Dominant flop cell                                                                               dfrtp_1
Number of top-level pins                                                                              16
Share of Yosys cell area claimed by the top area cell type                                         26.8%
Post-synth EDFFs                                                                                       0
Fa+ha+maj area frac                                                                                   0%
Most instantiated library cell after synthesis                                                    mux2_2
Hold Slack                                                                                      0.504 ns
Clock tree from TritonCTS                                                                            yes
Synth Warn #                                                                                           3
Global-route congestion overflow total                                                                 0
Critical path required time                                                                      8.32 ns
Cell types with the highest counts after synthesis                                          mux2_2, dfrtp_1, nand2_1
Leakage                                                                                          8.23 nW
Per-cell via count in the routed design                                                             6.04
Unrepaired setup endpoints after global routing                                                    false
Achievable frequency                                                                             103 MHz
Number of antenna violations at the first check in global routing                                      2
Dominant kind of combinational cell                                                         multiplexers
Longest Clk Path Bufs                                                                                  3
Final setup viols                                                                                      0
Class of the most critical setup path                                                       input port to output port
Distinct cells, synth                                                                                 86
Final worst slack                                                                               0.685 ns
Die y size                                                                                        247 um
Drt pass-1 iters                                                                                       8
I/O Buffers                                                                                           15
Std-Cell Core Area                                                                             59000 um2
Drt initial violations                                                                              1484
Number of endpoints with negative hold slack in the final report                                       0
Tool Warnings                                                                                         27
Post-synthesis cell type with the largest combined area                                          dfrtp_1
Arrival time at the worst endpoint                                                               7.64 ns
Clock latency reported for the late side of the worst-skew pair                                  0.57 ns
Fraction of the mapped netlist area in simple logic gates                                          15.4%
Clock Root Buffer                                                                              clkbuf_16
Number of buffers created by CTS                                                                      37
Routed wirelength normalized by instance count                                                   34.4 um
DPL Wire Length                                                                                 64600 um
Pin count of the biggest net entering global routing                                                 113
Outcome                                                                                        completed
Initial Utilization                                                                                30.4%
Via count                                                                                          15300
Total number of H-tree levels                                                                          2
GPL Wtd Cong                                                                                        1.04
Worst relative slew slack                                                                          31.7%
CP endpoint kind                                                                             output port
Area of the mapped netlist                                                                     17900 um2
Horizontal extent of the die                                                                      247 um
Post-synth ARST share                                                                               100%
Area growth from synthesis to layout                                                               12.7%
GRT Overall Usage                                                                                  29.9%
Post-synthesis chip area from yosys                                                            17900 um2
Post-CTS clock slew at the launch and capture registers of the worst setup and hold paths        0.06 ns
Postcts setup bufs                                                                                     0
Final clock skew                                                                               0.0304 ns
CP startpoint kind                                                                            input port
Proportion of synthesized chip area in sequential cells                                            45.5%
Cell Rows                                                                                             89
Slew Viols, Final                                                                                      0
Multiplexer share                                                                                  19.9%
Synthesized instance count                                                                          1729
Resized cells post-CTS                                                                                 0
Ys flops                                                                                             320
Place WS                                                                                        0.819 ns
Total power density per cell area                                                             192 nW/um2
Fillers                                                                                             5904
Final critical-path share of the clock period                                                      93.4%
Xor+xnor area frac                                                                                    0%
Final routed DRC violation total                                                                       0
HP Class                                                                                    flop to flop
Avg Cell Area, Syn                                                                              10.4 um2
Antenna fix cells                                                                                      0
Wire length reported by the detailed router                                                     86900 um
TritonCTS sink count                                                                                 320
Die Area                                                                                       60800 um2
Fin Setup TNS                                                                                       0 ns
Compound-Gate Fraction of Synth Area                                                               14.8%
========================================================================================================
path summary, 6_finish.rpt:
path	from	end	slack (ns)	cells after the start
setup / recovery	index[2]	bxx_taken	0.68	16
hold / removal	branch_history_table[19][0]	branch_history_table[19][0]	0.50	2
setup reg to reg	branch_history_table[4][0]	pattern_history_table[24][0]	4.80	13
hold reg to reg	branch_history_table[19][0]	branch_history_table[19][0]	0.50	2
max in group asynchronous	reset	branch_history_table[20][0]	6.53	5
min in group asynchronous	reset	pattern_history_table[71][1]	2.03	3
sequential cells by signal (all words and copies together), names as in the netlist:
signal and count:
branch_history_table 64, pattern_history_table 256
worst max-delay path: stages:
cell and delay, ns:
clkdlybuf4s50_1 0.96, buf_4 0.37, nor3_1 0.09, buf_4 0.18
nand3_1 0.11, a21oi_1 0.07, a2111oi_0 0.90, nand3_1 0.49
nor2_1 0.55, a221oi_1 0.15, a211oi_1 0.30, o21bai_1 0.09
a22oi_1 0.19, nor3_1 0.10, a31oi_1 0.41, clkdlybuf4s50_1 0.55
placed cells by master (no fill, tap or decap), types with 24 or more instances in the layout:
master | synthesis | layout
mux2i_1 | 41 | 41
mux2_2 | 276 | 276
clkbuf_16 | 0 | 38
dfrtp_1 | 192 | 192
dfstp_2 | 128 | 128
nor2_1 | 123 | 122
a22oi_1 | 85 | 85
a21oi_1 | 25 | 24
o21ai_0 | 87 | 87
nand3_1 | 106 | 106
buf_4 | 1 | 81
a31oi_1 | 24 | 24
nand2_1 | 190 | 190
per-stage QoR:
stage	std cells	instance area, um2	power [mW]	util, %
3_5_place_dp	2459	19000	2.55	32.1
5_1_grt	2526	20200	4.00	34.2
4_1_cts	2526	20200	3.88	34.2
2_1_floorplan	1729	17900	2.19	-
6_report	2526	20200	3.88	34.2
3_3_place_gp	2459	19000	2.54	32.1
area by class of cell:
type | instances | area [um2] | area share, %
clock buffers | 56 | 1130 | 5.59
clock inverters | 11 | 105 | 0.520
inverters | 10 | 41.3 | 0.204
multi-input cells | 1260 | 9040 | 44.7
flip-flops and latches | 320 | 8170 | 40.4
well taps | 773 | 967 | 4.79
repair buffers | 96 | 758 | 3.75
kinds of logic after synthesis:
| group | count (synthesis) |
|---|---|
| and+or+nand+nor | 574 |
| AOI/OAI and AO/OA | 367 |
| DFF | 320 |
| muxes | 319 |
| buffers and inverters | 149 |
power by group:
group	internal [mW]	total, mW	leakage, nW	switching, mW
Combinational	0.271	0.796	3.71	0.525
Sequential	1.48	1.75	3.92	0.270
Clock	0.777	1.33	0.597	0.551
layer usage:
layer | share of wire (%) | track usage, %
met4 | 5.7 | 13.5
met3 | 9.2 | 8.95
met2 | 44 | 44.0
met1 | 41 | 41.3
met5 | 0.014 | 0
Power figures rest on the tool's default switching activity, not on a simulated workload.
